==> ./design.v <==
module baud_rate_gen (
  input clk,  
  input reset,
  input [15:0] baud_divisor,  
  output reg baud_tick,  
  output reg sample_tick    
);  
    reg [15:0] baud_counter;
    reg [3:0] sample_counter;  
  always @(posedge clk or posedge reset) begin
        if (reset) begin
            baud_counter <= 0;
            sample_counter <= 0;
            baud_tick <= 0;
            sample_tick <= 0;
        end else begin
            if (baud_counter == baud_divisor - 1) begin
                baud_counter <= 0;
                baud_tick <= 1;
            end else begin
                baud_counter <= baud_counter + 1;
                baud_tick <= 0;
            end
            if (sample_counter == 15) begin
                sample_counter <= 0;
                sample_tick <= 1;
            end else begin
                sample_counter <= sample_counter + 1;
                sample_tick <= 0;
            end
        end
    end
endmodule
module uart_rx( 
    input clk,
    input reset,
    input sample_tick,        
    input rxd,                
    input parity_en,          
    input parity_type,        
    output reg [7:0] rx_data,  
    output reg rx_valid,      
    output reg parity_error,  
    output reg stop_error     
);
localparam IDLE  = 3'd0;
localparam START = 3'd1;
localparam DATA  = 3'd2;
localparam PARITY= 3'd3;
localparam STOP  = 3'd4;
reg [2:0] state;               
reg [3:0] sample_counter;      
reg [2:0] bit_index;           
reg [7:0] rx_reg;              
reg rx_parity;                 
always @(posedge clk or posedge reset) begin
    if (reset) begin
        state <= IDLE;
        rx_valid <= 1'b0;
        parity_error <= 1'b0;
        stop_error <= 1'b0;
        sample_counter <= 0;
        bit_index <= 0;
        rx_reg <= 8'd0;
        rx_parity <= 1'b0;
    end else if (sample_tick) begin   
        case (state)
            IDLE: begin
                rx_valid <= 1'b0;
                parity_error <= 1'b0;
                stop_error <= 1'b0;
                if (!rxd) begin   
                    state <= START;
                    sample_counter <= 0;
                end
            end
            START: begin
                if (sample_counter == 4'd7) begin   
                    if (!rxd) begin
                        state <= DATA;
                        bit_index <= 0;
                        sample_counter <= 0;
                        rx_parity <= 1'b0;
                    end else begin
                        state <= IDLE;   
                    end
                end else begin
                    sample_counter <= sample_counter + 1;
                end
            end
            DATA: begin
                if (sample_counter == 4'd15) begin
                    rx_reg[bit_index] <= rxd;
                    rx_parity <= rx_parity ^ rxd;
                    sample_counter <= 0;
                    if (bit_index == 3'd7) begin
                        if (parity_en)
                            state <= PARITY;
                        else
                            state <= STOP;
                    end else begin
                        bit_index <= bit_index + 1;
                    end
                end else begin
                    sample_counter <= sample_counter + 1;
                end
            end
            PARITY: begin
                if (sample_counter == 4'd15) begin
                    if (parity_type) begin   
                        parity_error <= (rx_parity == rxd);
                    end else begin           
                        parity_error <= (rx_parity != rxd);
                    end
                    sample_counter <= 0;
                    state <= STOP;
                end else begin
                    sample_counter <= sample_counter + 1;
                end
            end
            STOP: begin
                if (sample_counter == 4'd15) begin
                    stop_error <= !rxd;   
                    rx_data <= rx_reg;
                    rx_valid <= 1'b1;
                    state <= IDLE;
                end else begin
                    sample_counter <= sample_counter + 1;
                end
            end
        endcase
    end
end
endmodule                                                  
module uart_top(
    input clk,
    input reset,
    input [15:0] baud_divisor,   
    input parity_en,              
    input parity_type,            
    input tx_start,
    input [7:0] tx_data,
    output tx_busy,
    output txd,
    input rxd,
    output [7:0] rx_data,
    output rx_valid,
    output parity_error,
    output stop_error
);
    wire baud_tick;    
    wire sample_tick;  
    baud_rate_gen brg(
        .clk(clk),
        .reset(reset),
        .baud_divisor(baud_divisor),
        .baud_tick(baud_tick),
        .sample_tick(sample_tick)
    );
    uart_tx transmitter(
        .clk(clk),
        .reset(reset),
        .baud_tick(baud_tick),
        .tx_start(tx_start),
        .tx_data(tx_data),
        .parity_en(parity_en),
        .parity_type(parity_type),
        .txd(txd),
        .tx_busy(tx_busy)
    );
    uart_rx receiver(
        .clk(clk),
        .reset(reset),
        .sample_tick(sample_tick),
        .rxd(rxd),
        .parity_en(parity_en),
        .parity_type(parity_type),
        .rx_data(rx_data),
        .rx_valid(rx_valid),
        .parity_error(parity_error),
        .stop_error(stop_error)
    );
endmodule
module uart_tx (
    input clk,
    input reset,
    input baud_tick,
    input tx_start,
    input [7:0] tx_data,
    input parity_en,
    input parity_type,    
    output reg txd,          
    output reg tx_busy       
);
localparam IDLE  = 3'd0;
localparam START = 3'd1;
localparam DATA  = 3'd2;
localparam PARITY= 3'd3;
localparam STOP  = 3'd4;
reg [2:0] state;  
reg [2:0] bit_index;  
reg [7:0] tx_reg;    
reg tx_parity;
always @(posedge clk or posedge reset) begin
    if (reset) begin
        state <= IDLE;
        txd <= 1'b1;
        tx_busy <= 1'b0;
        bit_index <= 0;  
        tx_parity <= 0;
        tx_reg <= 8'd0;
    end else if (baud_tick) begin   
        case(state)
            IDLE : begin
                txd <= 1'b1;
                if (tx_start) begin
                    state <= START;
                    tx_reg <= tx_data;
                    tx_busy <= 1'b1;
                    if (parity_en) begin
                        tx_parity <= ^tx_data;   
                        if (parity_type) tx_parity <= ~(^tx_data);   
                    end
                end
            end
            START : begin
                txd <= 1'b0;
                state <= DATA;
                bit_index <= 0;
            end
            DATA: begin
                txd <= tx_reg[bit_index];   
                if (bit_index == 3'd7) begin
                    if (parity_en)
                        state <= PARITY;
                    else
                        state <= STOP;
                end else begin
                    bit_index <= bit_index + 1;
                end
            end
            PARITY: begin
                txd <= tx_parity;
                state <= STOP;
            end
            STOP: begin
                txd <= 1'b1;   
                tx_busy <= 1'b0;
                state <= IDLE;
            end
        endcase
    end
end
endmodule
==> ./run.sh <==
#!/bin/bash
# OpenROAD 26Q1-2900-gdf79404cd8, Yosys 0.63+post, stock flow scripts
make -C /OpenROAD-flow-scripts/flow DESIGN_CONFIG=/design/flow/config.mk WORK_HOME=/design/flow/orfs finish
==> ./config.mk <==
export PLATFORM = sky130hd
export DESIGN_NAME = uart_top
export DESIGN_NICKNAME = uart_top
export VERILOG_FILES = /design/flow/design.v
export SDC_FILE = /design/flow/constraint.sdc
export NUM_CORES = 4
export LEC_CHECK = 1
export CORE_UTILIZATION = 40
==> ./constraint.sdc <==
current_design uart_top

set clk_period 3.2
set clk_io_pct 0.2

create_clock -name clk0 -period $clk_period [get_ports {clk}]

set non_clock_inputs [all_inputs -no_clocks]
set_input_delay [expr $clk_period * $clk_io_pct] -clock clk0 $non_clock_inputs
set_output_delay [expr $clk_period * $clk_io_pct] -clock clk0 [all_outputs]
==> results.cfg <==
; yosys + openroad results
[status]
status = finished clean

[place]
dpl_cell_area_sq_mm = 0.004656
hpwl_um = 5703
gp_congestion = 0.8075
io_buffers = 42

[route]
antennaDiodeCount = 0
drcViolationCount = 0
vias = 3062
drtIter0Drc = 85
wirelength_um = 7581
dr.pass1.iters = 4
vias_per_cell = 5.172
ant_nets = 0
routedWlPerCell_um = 12.81

[clock_network]
clk_pin_slew_ps = 70
cts_hold_buf = 0
cts.sinks = 73
ctsResizeCount = 0
post-cts-setup-buffers = 0
clk_latency_ps = 340
cts_tree = done
root_buffer = clkbuf_8
cts_buffer_depth = 2
cts-buffers-inserted = 9
ctsHtreeMaxLevel = 3

[synth]
async_reset_ff_share_pct = 89.04
ys_seq_share_pct = 46.78
synth.most_common_cell = dfrtp_1
edf_count = 8
ys_types = 52
avgSynthCellArea_sq_um = 10.07
area_leaders = dfrtp_1 (39%), xnor2_1 (6.1%), edfxtp_1 (6.0%), o21ai_0 (4.1%), xor2_1 (3.7%)
largest_area_cell = dfrtp_1
syn_inst = 397
synth_flop_count = 73
top_area_share_pct = 38.80
syn_area_sq_mm = 0.003999
yosys_warnings = 3
common_cells = dfrtp_1 (62), nand2_1 (34), o21ai_0 (33), nor2_1 (32), xnor2_1 (28)
yosys_cells = 397
yosys-stat-area_sq_mm = 0.003999
synth-main-ff-cell = dfrtp_1

[final_timing]
whs_ps = 443.3
rsz0062_at_grt = false
fin_worst_skew_ps = 7.281
fin_crit_sh_pct = 94.45
hold_viol = 0
max_freq_mhz = 330.9
drv_slew = 0
finalCriticalPeriod_ps = 3022
slew_headroom_pct = 50.92
worst_pin_slew_ps = 729.5
setup_viol = 0

[floorplanning]
die_w_um = 102.0
die_area_sq_mm = 0.01040
core_area_sq_mm = 0.009729
ios = 43
fp-row-count = 36
initCoreUtil_pct = 41.10
die_y_um = 102.0

[power_and_ir_drop]
vdd_drop_max_v = 0.0001458
power.internal_uw = 1369
pwr-share-comb_pct = 13.1
power_density_mw_per_mm2 = 387.3
seq_power_share_pct = 53.8
power_switching_uw = 501.8
total_leakage_power_uw = 0.001966
clock_power_share_pct = 33.1
switching_share_pct = 26.82

[worst_setup_path]
cp.arrival_ps = 3240
endpoint_kind = flip-flop
worstSetupPathType = input port to flip-flop
start_kind = input port
critical_path.max_fanout = 11
crit_required_ps = 3420
r2r_cells = 7

[worst_hold_path]
hold_depth = 0
hold_class = flip-flop to flip-flop

[cells_and_area]
largest_reg_flops = 16
logic_area_sq_mm = 0.002011
area_growth_pct = 20.81
drive_above_1_share_pct = 11.98
fill_cells = 895
top_register = brg.baud_counter
final_cell_area_sq_mm = 0.004831
seqCellArea_sq_mm = 0.001871
fin_util_pct = 49.65

[grt]
antenna_found_initial = 0
grt_usage_pct = 16.15
grt_first_pass_wirelength_um = 13200
grt_max_degree = 49
grt_pass1_vias = 2866
overflow = 0

[flow_run]
maxCapViolations = 0
warnings = 28
==> layout by cell type (no fill, tap or decap), types with 8 or more instances in the layout <==
| cell | count |
|---|---|
| edfxtp_1 | 8 |
| dfrtp_1 | 62 |
| nand3_1 | 20 |
| inv_1 | 15 |
| ha_1 | 11 |
| nand4_1 | 8 |
| buf_4 | 16 |
| nand2_1 | 34 |
| xor2_1 | 17 |
| o21ai_0 | 33 |
| nor3_1 | 10 |
| clkbuf_8 | 9 |
| nor2_1 | 32 |
| clkdlybuf4s50_1 | 42 |
| o31ai_1 | 9 |
| xnor2_1 | 28 |
| mux2_2 | 13 |
| a22o_1 | 8 |
==> cell type report <==
class / count / area share [%]
inverter: 16 / 1.243
clock inverter: 7 / 0.9842
clock buffer: 9 / 2.564
sequential: 73 / 38.72
timing repair buffer: 59 / 11.42
tap: 133 / 3.445
multi-input combinational: 295 / 41.62
==> worst max-delay path: stages <==
cell             delay [ps]
clkdlybuf4s50_1         420
inv_1                    60
ha_1                    150
or4b_1                  530
or3_1                   390
a211oi_2                260
o2111ai_1               220
nor4b_4                 330
buf_6                   180
nor2_1                   50
==> metrics by stage <==
step / worst slack [ps] / power, uW / setup TNS [ps] / cells
after floorplan: 246.0 / 1175 / 0 / 397
after global placement: -118.1 / 1267 / -1619 / 576
after detailed placement: -194.3 / 1271 / -2689 / 576
after CTS: 173.2 / 1899 / 0 / 592
after global routing: 17.04 / 1972 / 0 / 592
final: 177.7 / 1871 / 0 / 592
==> power groups by stage <==
stage     Combinational [uW]  Clock [uW]  Sequential, uW
6_report                 245         619            1010
5_1_grt                  276         684            1010
4_1_cts                  248         644            1010
==> worst paths after layout <==
path,slack (ps),end,from
worst max-delay path,180,brg.baud_counter[0],baud_divisor[0]
worst min-delay path,440,receiver.rx_data[0],receiver.rx_reg[0]
worst max register to register,960,brg.baud_counter[0],brg.baud_counter[2]
worst min register to register,440,receiver.rx_data[0],receiver.rx_reg[0]
max in group asynchronous,1660,receiver.rx_parity,reset
min in group asynchronous,590,receiver.rx_reg[7],reset
==> layer usage <==
layer | global-route usage (%) | vias to the layer above | wire [um]
li1 | - | 1562 | -
met1 | 25.26 | 1429 | 3743
met2 | 25.14 | 65 | 3481
met3 | 2.295 | 6 | 279
met4 | 2.747 | 0 | 77
met5 | 0 | - | 0
==> cells by family (layout without fill, tap and decap cells) <==
logic type      after synthesis  count (layout)  share of synthesized area (%)
compound gates               79              79                          12.95
simple gates                143             143                          18.74
flops                        73              73                          46.78
fa+ha+maj                    11              11                          3.442
buf+inv                      29              91                          2.941
xor+xnor                     45              45                          9.856
mux                          17              17                          5.288
Power is estimated from default activity; no workload was simulated.
